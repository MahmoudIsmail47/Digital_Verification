<file path="/design/flow/design.v">
module RAM #(
    parameter MEM_WIDTH = 8,                    
    parameter MEM_DEPTH = 256,                  
    parameter ADDR_SIZE = $clog2(MEM_DEPTH)      
)(
    input [MEM_WIDTH-1:0] din,             
    input [ADDR_SIZE-1:0] addr_wr, addr_rd,  
    input                 wr_en,          
    input                 rd_en,          
    input                 clk,            
    input                 rst_n,          
    output reg [MEM_WIDTH-1:0] dout       
);
reg [MEM_WIDTH-1:0] mem [0:MEM_DEPTH-1];
always @(posedge clk or negedge rst_n) begin
    if (!rst_n) begin
        dout <= {MEM_WIDTH{1'b0}};   
    end
    else begin
        if (wr_en) 
            mem[addr_wr] <= din;   
        if (rd_en) 
            dout <= mem[addr_rd];   
    end
end
endmodule
</file>
<file path="/design/flow/run.sh">
#!/bin/bash
# OpenROAD 26Q1-2900-gdf79404cd8, Yosys 0.63+post, stock flow scripts
make -C /OpenROAD-flow-scripts/flow DESIGN_CONFIG=/design/flow/config.mk WORK_HOME=/design/flow/orfs finish
</file>
<file path="/design/flow/config.mk">
export PLATFORM = sky130hd
export DESIGN_NAME = RAM
export DESIGN_NICKNAME = RAM
export VERILOG_FILES = /design/flow/design.v
export SDC_FILE = /design/flow/constraint.sdc
export NUM_CORES = 4
export LEC_CHECK = 1
export CORE_UTILIZATION = 40
</file>
<file path="/design/flow/constraint.sdc">
current_design RAM

set clk_period 3.7
set clk_io_pct 0.2

create_clock -name clk0 -period $clk_period [get_ports {clk}]

set non_clock_inputs [all_inputs -no_clocks]
set_input_delay [expr $clk_period * $clk_io_pct] -clock clk0 $non_clock_inputs
set_output_delay [expr $clk_period * $clk_io_pct] -clock clk0 [all_outputs]
</file>
==> results.cfg <==
; synthesis and place-and-route metrics
[status]
outcome = complete, but fails checks
violations = capacitance limit, slew limit, setup timing

[synth]
seq_share_synth = 0.786
yosys_stat_chip_area_um2 = 78500
netlist_area_um2 = 78500
yosys_warnings = 2
synth_flop_count = 2056
synthDistinctLibCells = 68
syn_avg_cell_area_um2 = 16.3
synth-cells-yosys = 4828
async_reset_ff_frac = 0.00389
syn-instance-count = 4828
ff_type = sky130_fd_sc_hd__edfxtp_1
enable_flop_cells = 2048

[global_route]
via_count_of_the_first_global_routing_pass = 66793
grt_max_degree = 114
globalRouteOverflowTotal = 0
first_pass_grt_wire_length_um = 726000
antenna_found_initial = 77
grt_usage = 0.646

[floorplanning]
die-width_um = 445
floorplanUtilization = 0.403
placeableCoreArea_um2 = 195000
design.die.area_um2 = 198000
num_rows = 162
i_o_pin_count = 36
die.size.y_um = 445

[clock_network]
clkSinkCount = 2056
hold_buffers = 0
clkLatencyLatePin_ns = 0.91
clock-root-buffer = sky130_fd_sc_hd__clkbuf_16
cts_buffer_depth = 3
cts_buffers = 219
htreeDepth = 4
post-cts-setup-buffer-count = 0
clk_transition_reported_paths_ns = 0.06
cts_tree = built

[job]
openroad.warnings = 31
drv_cap = 1

[final_timing]
layout_worst_path_cycle_share = 1.06
worst_case_clock_skew_ns = 0.0402
post-route-min-period_ns = 3.91
final_hold_viol_count = 0
fin_tns_setup_ns = -1.09
rsz0062_at_grt = no
achievable-frequency_ghz = 0.256
finalSetupViolations = 8
max_slew_margin = -0.00813
worstMarginPinSlew_ns = 1.51
worst_slack_ns = -0.211
slew_violations = 3

[worst_setup_path]
buffering_stage_count_on_the_worst_path_with_inverters_included = 6
cp_top_family = AND-OR/OR-AND gates
timing.reg2reg.setup_slack_ns = -0.09
worstPathCellList = clkbuf_4 -> buf_12 -> buf_4 -> nor4bb_4 -> buf_4 -> buf_12 -> a22o_1 -> a221oi_1 -> o22ai_1 -> nor4_1 -> buf_4 -> nand4_1 -> or3_1 -> a31o_1
max_stage_delay_ns = 0.87
critical_path_peak_fanout = 19
worstSetupStartpointType = input pin
timing_worst_setup_path_type = in -> reg
critical_path_required_ns = 4.51
critPathArrivalTime_ns = 4.72
worstSetupEndpointType = register
slowest_stage = sky130_fd_sc_hd__o22ai_1
critical-path-top-cell-by-count = sky130_fd_sc_hd__buf_4

[route]
remaining_drc_errors = 0
violation_count_after_the_first_detailed_route_iteration = 9158
via_per_inst = 7.42
routed_wl_um = 582000
detailroute.via_count = 68464
drt_pass1_iterations = 8
antenna_violating_nets_post_route = 0
route.detailed.wl_per_inst_um = 63.1

[place]
dpl-instance-area_um2 = 96200
post-dp-hpwl_um = 424000
placed_cells = 8713
global_placer_s_final_weighted_congestion = 1.25
buffer_ports.inserted = 35

[pwr]
totalPowerFinal_w = 0.0509
power.density_nw_per_um2 = 491
worst_ir_drop_vdd_uv = 510
power.static_leakage_nw = 34.8

[cells_and_area]
area_growth_syn_to_layout_pct = 32.2
layout_top_cell_excl_fill_tap = sky130_fd_sc_hd__edfxtp_1
finalNonFillerCells = 9226
layout.filler_cells = 15755
mostFrequentLayoutCells = 2048 x sky130_fd_sc_hd__edfxtp_1, 1353 x sky130_fd_sc_hd__buf_4, 422 x sky130_fd_sc_hd__a22oi_1
drive_above_1_share = 0.313
postLayoutCellArea_um2 = 104000

[worst_hold_path]
min-delay-path-class = in -> async
==> sequential cells by signal, summed over array words and instances (netlist names) <==
register,count
mem,2048
dout,8
==> kinds of logic after synthesis <==
kind of cell	count (synthesis)	share of synthesized area
flip-flops	2056	0.786
XOR/XNOR	2	0.000223
AND/OR/NAND/NOR	1235	0.0812
buffers and inverters	394	0.0211
AND-OR/OR-AND	1137	0.111
multiplexers	4	0.000510
==> metrics by stage <==
stage | hold slack [ns] | util | setup WS (ns)
2_1_floorplan | 0.431 | - | 0.338
5_1_grt | 0.242 | 0.532 | 0.000469
3_3_place_gp | 0.592 | 0.493 | -2.10
3_5_place_dp | 0.584 | 0.493 | -1.59
6_report | 0.200 | 0.532 | -0.211
4_1_cts | 0.191 | 0.530 | 0.00585
==> cell usage after synthesis (all sizes together), types with 3 or more instances <==
cell	n	area share
o22a	5	0.00056
a22o	71	0.0079
mux2i	4	0.00051
and4b	10	0.0013
nor4	74	0.0059
a221oi	52	0.0058
o21ai	24	0.0015
nor4b	14	0.0017
and3	44	0.0035
a222oi	64	0.0082
nand4bb	10	0.0014
nand2b	12	0.00096
buf	137	0.0088
edfxtp	2048	0.78
nand2	87	0.0042
nand4b	8	0.00097
nor4bb	10	0.0013
nor2	403	0.019
nor2b	11	0.00088
nand4	139	0.011
a22oi	427	0.041
and4	6	0.00067
or4b	9	0.0011
a2111oi	16	0.0018
nand3	331	0.021
clkbuf	249	0.012
o221ai	6	0.00067
a31oi	13	0.0010
a311oi	3	0.00033
inv	8	0.00038
o211ai	15	0.0014
a32o	10	0.0013
nor3	20	0.0013
a32oi	171	0.019
a221o	3	0.00038
or3	5	0.00040
o22ai	177	0.014
a21oi	55	0.0035
o2111ai	7	0.00078
nand3b	5	0.00048
dfrtp	8	0.0025
or4	28	0.0027
o2bb2ai	4	0.00045
==> path summary, 6_finish.rpt <==
check | startpoint | end | cells past startpoint
worst max-delay path | addr_rd[1] | dout[3]$_DFFE_PN0P_ | 14
worst min-delay path | rst_n | dout[4]$_DFFE_PN0P_ | 2
worst max register to register | mem[103][3]$_DFFE_PP_ | dout[3]$_DFFE_PN0P_ | 8
worst min register to register | mem[0][7]$_DFFE_PP_ | dout[7]$_DFFE_PN0P_ | 2
max in group asynchronous | rst_n | dout[3]$_DFFE_PN0P_ | 2
min in group clk0 | din[4] | mem[67][4]$_DFFE_PP_ | 1
==> layer usage <==
| layer | global-route usage | routed length (um) |
|---|---|---|
| met2 | 0.736 | 215000 |
| met1 | 0.625 | 156000 |
| met4 | 0.521 | 66600 |
| met3 | 0.630 | 132000 |
| met5 | 0.582 | 11900 |
==> where the power goes <==
part	total [W]	leakage (nW)	switching [W]	internal (W)
Combinational	0.00300	12.8	0.00216	0.000841
Clock	0.0222	3.45	0.00978	0.0124
Sequential	0.0257	18.5	0.0000778	0.0257
Total	0.0509	34.8	0.0120	0.0389
==> final cells by class <==
class,instances,area [um^2],area share
diodes,107,268,0.00258
clock buffers,262,5710,0.0550
clock inverters,144,1320,0.0127
inverters,8,30.0,0.000289
multi-input cells,2378,15800,0.152
flip-flops and latches,2056,61700,0.594
well taps,2624,3280,0.0316
repair buffers,1647,15700,0.151
==> what timing repair did <==
item / in CTS / in global routing
endpoints found under the setup margin: 7 / 8
pin swaps: 3 / 9
gates resized: 29 / 24
cloned: 0 / 0
Power figures rest on the tool's default switching activity, not on a simulated workload.
